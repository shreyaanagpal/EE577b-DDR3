$ cat flow/run.sh
#!/bin/bash
# OpenROAD 26Q1-2900-gdf79404cd8, Yosys 0.63+post, stock flow scripts
make -C /OpenROAD-flow-scripts/flow DESIGN_CONFIG=/design/flow/config.mk WORK_HOME=/design/flow/orfs finish
$ cat flow/config.mk
export PLATFORM = sky130hd
export DESIGN_NAME = SSTL18DDR3INTERFACE
export DESIGN_NICKNAME = SSTL18DDR3INTERFACE
export VERILOG_FILES = /design/flow/design.v
export SDC_FILE = /design/flow/constraint.sdc
export NUM_CORES = 4
export LEC_CHECK = 1
export CORE_AREA = 10 10 70 70
export DIE_AREA = 0 0 80 80
$ cat flow/constraint.sdc
current_design SSTL18DDR3INTERFACE

set clk_period 1.0
set clk_io_pct 0.2

create_clock -name clk0 -period $clk_period

set non_clock_inputs [all_inputs -no_clocks]
set_input_delay [expr $clk_period * $clk_io_pct] -clock clk0 $non_clock_inputs
set_output_delay [expr $clk_period * $clk_io_pct] -clock clk0 [all_outputs]
$ cat flow/design.v
module SSTL18DDR3 (PAD,Z,A,RI,TS);
   inout   PAD;  
   output  Z;    
   input   A;    
   input   RI;   
   input   TS;   
   bufif1 b1 (PAD,A,TS);
   and    a4 (Z,PAD,RI);
endmodule  
module SSTL18DDR3DIFF (PAD,PADN,Z,A,RI,TS);
   inout   PAD;
   inout   PADN;
   output  Z;
   input   A;
   input   RI;
   input   TS;
   wire A_;
   wire PADN_;
   not    n1 (A_,A);
   bufif1 b1 (PAD,A,TS);
   bufif1 b2 (PADN,A_,TS);
   not    n3 (PADN_,PADN);
   and    a4 (Z,PAD,PADN_,RI);
endmodule  
module SSTL18DDR3INTERFACE( 
						   ck_pad, ckbar_pad, cke_pad, csbar_pad, rasbar_pad, casbar_pad,
						   webar_pad, ba_pad, a_pad, dm_pad, odt_pad, resetbar_pad, dq_o, dqs_o, dqsbar_o,
						   dq_pad, dqs_pad, dqsbar_pad,
						   ri_i, ts_i, ck_i, cke_i, csbar_i, rasbar_i, casbar_i, webar_i,
						   ba_i, a_i, dq_i, dqs_i, dqsbar_i, dm_i, odt_i, resetbar_i
						   );
   output    ck_pad;
   output    ckbar_pad;
   output    cke_pad;
   output    csbar_pad;
   output    rasbar_pad;
   output    casbar_pad;
   output    webar_pad;
   output [2:0] ba_pad;
   output [12:0] a_pad;
   inout [15:0]  dq_pad;
   inout [1:0] 	 dqs_pad;
   inout [1:0] 	 dqsbar_pad;
   output [1:0]  dm_pad;
   output 	 odt_pad;
   output 	 resetbar_pad;
   input 	 ri_i;
   input 	 ts_i;   
   input 	 ck_i;
   input 	 cke_i;
   input 	 csbar_i;
   input 	 rasbar_i;
   input 	 casbar_i;
   input 	 webar_i;
   input [2:0] 	 ba_i;
   input [12:0]  a_i;
   input [15:0]  dq_i;
   input [1:0] 	 dqs_i;
   input [1:0] 	 dqsbar_i;
   output [15:0] dq_o;
   output [1:0]  dqs_o;
   output [1:0]  dqsbar_o;
   input [1:0] 	 dm_i;
   input 	 odt_i;
   input 	 resetbar_i;
   wire [12:0]	 a_o;
   wire [2:0] 	 ba_o;
   wire [1:0] 	 dm_o;
   wire ck_o;
   wire cke_o;
   wire rasbar_o;
   wire csbar_o;
   wire webar_o;
   wire resetbar_o;
   wire odt_o;
   SSTL18DDR3DIFF ck_sstl (.Z(ck_o), .PAD(ck_pad), .PADN(ckbar_pad), .A(ck_i), .RI(1'b0), .TS(1'b1));
   SSTL18DDR3 cke_sstl (.Z(cke_o), .PAD(cke_pad), .A(cke_i), .RI(1'b0), .TS(1'b1));
   SSTL18DDR3 casbar_sstl (.Z(casbar_o), .PAD(casbar_pad), .A(casbar_i), .RI(1'b0), .TS(1'b1));
   SSTL18DDR3 rasbar_sstl (.Z(rasbar_o), .PAD(rasbar_pad), .A(rasbar_i), .RI(1'b0), .TS(1'b1));
   SSTL18DDR3 csbar_sstl (.Z(csbar_o), .PAD(csbar_pad), .A(csbar_i), .RI(1'b0), .TS(1'b1));
   SSTL18DDR3 webar_sstl (.Z(webar_o), .PAD(webar_pad), .A(webar_i), .RI(1'b0), .TS(1'b1));
   SSTL18DDR3 odt_sstl (.Z(odt_o), .PAD(odt_pad), .A(odt_i), .RI(1'b0), .TS(1'b1));
   SSTL18DDR3 resetbar_sstl (.Z(resetbar_o), .PAD(resetbar_pad), .A(resetbar_i), .RI(1'b0), .TS(1'b1));
   genvar 		 i;
   generate
	  for (i=0; i < 3; i=i+1) begin : BA
		 SSTL18DDR3 sstl_ba (.Z(ba_o[i]), .PAD(ba_pad[i]), .A(ba_i[i]), .RI(1'b0), .TS(1'b1));
	  end
   endgenerate
   generate
	  for (i=0; i < 13; i=i+1) begin : A
		 SSTL18DDR3 sstl_a (.Z(a_o[i]), .PAD(a_pad[i]), .A(a_i[i]), .RI(1'b0), .TS(1'b1));
	  end
   endgenerate
   generate
	  for (i=0; i < 16; i=i+1) begin : DQ
		 SSTL18DDR3 sstl_dq (.Z(dq_o[i]), .PAD(dq_pad[i]), .A(dq_i[i]), .RI(ri_i), .TS(ts_i));
	  end
   endgenerate
   generate
	  for (i=0; i < 2; i=i+1) begin : DQS
		 SSTL18DDR3 sstl_dqs (.Z(dqs_o[i]), .PAD(dqs_pad[i]), .A(dqs_i[i]), .RI(ri_i), .TS(ts_i));
	  end
   endgenerate
   generate
	  for (i=0; i < 2; i=i+1) begin : DQSBAR
		 SSTL18DDR3 sstl_dqsbar (.Z(dqsbar_o[i]), .PAD(dqsbar_pad[i]), .A(dqsbar_i[i]), .RI(ri_i), .TS(ts_i));
	  end
   endgenerate
   generate
	  for (i=0; i < 2; i=i+1) begin : DM
		 SSTL18DDR3 sstl_dm (.Z(dm_o[i]), .PAD(dm_pad[i]), .A(dm_i[i]), .RI(1'b0), .TS(1'b1));
	  end
   endgenerate
endmodule  
==> impl_metrics.toml <==
# physical design summary
[clock_tree]
postCtsSetupBuffers = 3
post_cts_resized = 92
postCtsHoldBufs = 0

[floorplanning]
die_y_microns = 80
io_pins = 115
std_cell_rows = 21
initial_utilization_pct = 19.34
die_w_microns = 80

[place]
dp_worst_setup_slack_ns = -0.6884
dp_hpwl_microns = 1538
place_area_sq_um = 663.1
io_buffers = 44
gp_congestion = 0.7224

[synth]
syn_area_sq_um = 660.6
yosysWarnings = 1
fa_ha_area_share_pct = 0
logic_family = "buffers and inverters"
synth_xor_xnor_area_share_pct = 0
synth.cellmix.simpleShare_pct = 21.02
ys_cells = 89
muxShareOfSynthArea_pct = 0
syn_area_per_cell_sq_um = 7.423
ys_sh_aoi_pct = 0
yosys_area_sq_um = 660.6
ys_seq_share_pct = 0
syn_inst = 89
ys_types = 5

[run_status]
error_line = "[error] [KeplerFormal.cpp:679] Workflow failed: Iso has multiple drivers: .dq_i0, input2.X0"
status = "stopped before the end"
failed_stage = "4_1_cts"
-- synthesized netlist by cell type --
cell type / count / area (sq um)
buf_4: 66 / 495.5
and2_2: 11 / 82.58
and2_1: 9 / 56.30
buf_6: 2 / 22.52
inv_1: 1 / 3.750
-- kinds of logic after synthesis --
group | count (synthesis)
AND/OR/NAND/NOR | 20
buffers and inverters | 69
-- through the flow --
step | utilization, % | cells | power [W] | hold WS (ns)
floorplan | - | 89 | 0.0002013 | 0.4091
global placement | 19.41 | 114 | 0.0002287 | 0.4000
detailed placement | 19.41 | 114 | 0.0002297 | 0.4000
Power figures rest on the tool's default switching activity, not on a simulated workload.
